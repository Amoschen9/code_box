**./design.v**
```verilog
module code_box(led,clk,rst,num_led1,num_led2,comf,inputt_code,button_code,times1,times2,times3);
	input [2:0]inputt_code; 
	input [2:0]button_code; 
	input comf; 
	input clk; 
	input rst; 
	output  [2:0] led; 
	output reg [8:0] num_led1; 
	output reg [8:0] num_led2; 
	output [1:0] times1,times2,times3; 
	parameter password1=5; 
	parameter password2=6; 
	reg [2:0] sgn; 
	reg [8:0] seg [8:0]; 
	reg [8:0] seg_data [1:0]; 
	reg [1:0] cnt; 
	reg lock; 
	wire cfm_dbs; 
	initial begin 
	seg[8] = 9'h40;														  
	seg[0] = 9'h3f;                                            
	seg[1] = 9'h06;                                            
	seg[2] = 9'h5b;                                            
	seg[3] = 9'h4f;                                            
	seg[4] = 9'h66;                                            
	seg[5] = 9'h6d;                                            
	seg[6] = 9'h7d;                                            
	seg[7] = 9'h07;                                            
	sgn = 3'b111;
	cnt = 2'b11; 
	end
	always @ (posedge clk or negedge rst) 
	begin
		if(!rst)begin 
			sgn <= 3'b111; 
			num_led1 <= seg[8];
			num_led2 <= seg[8];
			cnt <= 2'b11; 
			end
		else if(comf_dbs )begin 
			if(inputt_code == password1 && button_code==password2)begin 
				sgn <= 3'b101; 
				end
			else if(cnt == 2'b11)begin
				sgn <= 3'b011; 
				cnt <= 2'b10; 
				end
			else if(cnt == 2'b10) begin
				sgn <= 3'b011; 
				cnt <= 2'b01; 
				end
			else if(cnt == 2'b01)begin
				sgn <= 3'b100; 
				end
		end
		else begin
			num_led1 <= seg[inputt_code];
			num_led2 <= seg[button_code];
		end
	end
	assign led=sgn;
	debounce key_cfm_dbs ( 
		.clk (clk),
		.rst (rst),
		.key (comf),
		.key_pulse (comf_dbs));
endmodule
module debounce (clk,rst,key,key_pulse);
	input clk; 
	input rst; 
	input key; 
	output key_pulse; 
	reg key_1st_pre; 
	reg key_1st_now; 
	wire key_edge; 
	always@(posedge clk or negedge rst)begin
		if(!rst)begin
			key_1st_pre <= 1'b1; 
			key_1st_now <= 1'b1;
		end
		else begin
			key_1st_now <= key; 
			key_1st_pre <= key_1st_now; 
		end
	end
	assign key_edge = key_1st_pre & (~key_1st_now); 
	reg [17:0] cnt; 
	always@(posedge clk or negedge rst)begin
		if(!rst)
			cnt <= 18'h0;
		else if(key_edge) 
			cnt <= 18'h0;
		else 
			cnt <= cnt + 1'h1;
	end
	reg key_2nd_pre; 
	reg key_2nd_now;
	always@(posedge clk or negedge rst)begin
		if(!rst)
			key_2nd_now <= 1'b1;
		else if(cnt==18'h3ffff) 
			key_2nd_now <= key; 
	end
	always@(posedge clk or negedge rst)begin
		if(!rst)
			key_2nd_pre <= 1'b1;
		else
			key_2nd_pre <= key_2nd_now;
	end
	assign key_pulse = key_2nd_pre & (~key_2nd_now); 
endmodule
```
**./run.sh**
```bash
#!/bin/bash
# OpenROAD 26Q1-2900-gdf79404cd8, Yosys 0.63+post, stock flow scripts
make -C /OpenROAD-flow-scripts/flow DESIGN_CONFIG=/design/flow/config.mk WORK_HOME=/design/flow/orfs finish
```
**./config.mk**
```make
export PLATFORM = sky130hd
export DESIGN_NAME = code_box
export DESIGN_NICKNAME = code_box
export VERILOG_FILES = /design/flow/design.v
export SDC_FILE = /design/flow/constraint.sdc
export NUM_CORES = 4
export LEC_CHECK = 1
export CORE_UTILIZATION = 40
```
**./constraint.sdc**
```tcl
current_design code_box

set clk_period 4.6
set clk_io_pct 0.2

create_clock -name clk0 -period $clk_period [get_ports {clk}]

set non_clock_inputs [all_inputs -no_clocks]
set_input_delay [expr $clk_period * $clk_io_pct] -clock clk0 $non_clock_inputs
set_output_delay [expr $clk_period * $clk_io_pct] -clock clk0 [all_outputs]
```
==> impl_metrics.xml <==
<?xml version="1.0" encoding="UTF-8"?>
<metrics>
  <group name="yosys">
    <metric name="instance_count_of_the_mapped_netlist" unit="">211</metric>
    <metric name="ys.flop_type" unit="">dfrtp_1</metric>
    <metric name="enable_flop_cells" unit="">0</metric>
    <metric name="synth-cells-yosys" unit="">211</metric>
    <metric name="synth-area-yosys" unit="um2">2135</metric>
    <metric name="postSynth.asyncResetShare" unit="">1.000</metric>
    <metric name="synth_cell_type_count" unit="">39</metric>
    <metric name="syn-mean-instance-area" unit="um2">10.12</metric>
    <metric name="ys.warnings.count" unit="">11</metric>
    <metric name="numSynthFlops" unit="">41</metric>
    <metric name="syn_area" unit="um2">2135</metric>
    <metric name="yosys.stat.seqShare" unit="">0.4871</metric>
  </group>
  <group name="timing">
    <metric name="worst_pin_slew" unit="ns">0.7773</metric>
    <metric name="finalSetupTns" unit="ns">0</metric>
    <metric name="fin_skew" unit="ns">0.008057</metric>
    <metric name="timing_max_transition_violations_final" unit="">0</metric>
    <metric name="final.period_utilization" unit="">0.4839</metric>
    <metric name="report.final.setup_viol" unit="">0</metric>
    <metric name="max_clock_freq" unit="MHz">449.2</metric>
    <metric name="maxSlewHeadroom" unit="">0.4818</metric>
    <metric name="hold_slack" unit="ns">0.3680</metric>
    <metric name="unrepaired_setup_endpoints_after_global_routing" unit="">no</metric>
    <metric name="finalHoldViolCount" unit="">0</metric>
    <metric name="finalWorstPathRequiredPeriod" unit="ns">2.226</metric>
  </group>
  <group name="detailed_routing">
    <metric name="antenna_cells_inserted" unit="">0</metric>
    <metric name="drc" unit="">0</metric>
    <metric name="via_count" unit="">1438</metric>
    <metric name="drc_violation_total_after_the_first_tritonroute_iteration" unit="">74</metric>
    <metric name="ant_nets" unit="">0</metric>
    <metric name="dr.pass1.iters" unit="">4</metric>
    <metric name="postRouteWirelength" unit="um">3598</metric>
    <metric name="via_cell_ratio" unit="">4.669</metric>
    <metric name="wire_per_inst" unit="um">11.68</metric>
  </group>
  <group name="global_routing">
    <metric name="grt_use_total" unit="">0.1492</metric>
    <metric name="global_route_wire_length_before_repair" unit="um">6341</metric>
    <metric name="top_usage_layer" unit="">met1</metric>
    <metric name="global_route_met3_usage" unit="">0.03121</metric>
    <metric name="grt_max_degree" unit="">42</metric>
    <metric name="grt_util_met1" unit="">0.2402</metric>
    <metric name="grt.met2_usage" unit="">0.2222</metric>
    <metric name="grt_antenna_before_repair" unit="">0</metric>
    <metric name="overflow" unit="">0</metric>
    <metric name="first_global_vias" unit="">1389</metric>
  </group>
  <group name="cts">
    <metric name="cts_num_sinks" unit="">41</metric>
    <metric name="clock_tree_from_tritoncts" unit="">yes</metric>
    <metric name="cts.repair_timing.setup_buffer_count" unit="">0</metric>
    <metric name="cts.repair.resized" unit="">0</metric>
    <metric name="clk_transition_reported_paths" unit="ns">0.08</metric>
    <metric name="post_cts_hold_buffer_count" unit="">0</metric>
    <metric name="clk_path_buf_depth" unit="">2</metric>
    <metric name="clock_latency" unit="ns">0.29</metric>
    <metric name="root_buffer" unit="">clkbuf_8</metric>
    <metric name="ctsHtreeMaxLevel" unit="">2</metric>
    <metric name="cts_inserted_buffers" unit="">5</metric>
  </group>
  <group name="cells_and_area">
    <metric name="flop_area" unit="um2">1040</metric>
    <metric name="fillerInstances" unit="">488</metric>
    <metric name="layout_top_cells_excl_fill_tap" unit="">dfrtp_1 (30), nor2_1 (25), clkdlybuf4s50_1 (24)</metric>
    <metric name="area_growth" unit="%">18.23</metric>
    <metric name="fin_util" unit="">0.4941</metric>
    <metric name="multiInputGateArea" unit="um2">967.2</metric>
    <metric name="final_layout_size_suffix_gt1_frac" unit="">0.1261</metric>
    <metric name="mostFrequentLayoutCell" unit="">dfrtp_1</metric>
  </group>
  <group name="min_path">
    <metric name="worst_hold_path_type" unit="">flip-flop to flip-flop</metric>
  </group>
  <group name="placement">
    <metric name="buffer_ports.inserted" unit="">25</metric>
    <metric name="gpl.final_weighted_congestion" unit="">0.7812</metric>
    <metric name="post-dp-hpwl" unit="um">2479</metric>
  </group>
  <group name="critical_path">
    <metric name="cpPeakStageDelay" unit="ns">0.55</metric>
    <metric name="worst_setup_path_end_kind" unit="">primary output</metric>
    <metric name="critPathSlowestCell" unit="">dfstp_2</metric>
    <metric name="timing.critical_path.cells" unit="">clkdlybuf4s50_1</metric>
    <metric name="path_max_fanout" unit="">3</metric>
    <metric name="path_buffers" unit="">1</metric>
    <metric name="timing_worst_setup_path_type" unit="">flip-flop to primary output</metric>
    <metric name="crit_arrival" unit="ns">1.31</metric>
    <metric name="critPathLaunchType" unit="">flip-flop</metric>
    <metric name="critical_path_required" unit="ns">3.68</metric>
    <metric name="critical-path-top-delay-family" unit="">flip-flops</metric>
  </group>
  <group name="status">
    <metric name="run_status" unit="">complete, no violations</metric>
  </group>
  <group name="pwr">
    <metric name="vdd.ir_drop.worst" unit="mV">0.1304</metric>
    <metric name="p_per_area" unit="nW/um2">325.4</metric>
    <metric name="p_leak" unit="nW">1.117</metric>
  </group>
  <group name="floorplan">
    <metric name="core.rowCount" unit="">26</metric>
    <metric name="dieHeight" unit="um">75.05</metric>
    <metric name="die_x" unit="um">75.05</metric>
    <metric name="area_of_the_core_region" unit="um2">5107</metric>
    <metric name="ios" unit="">36</metric>
    <metric name="fp.dieArea" unit="um2">5633</metric>
    <metric name="fp_util" unit="">0.4179</metric>
  </group>
  <group name="job">
    <metric name="tool_warnings" unit="">36</metric>
    <metric name="cap_viol_max_count" unit="">0</metric>
  </group>
</metrics>
[area by class of cell]
type / instances / share of cell area
clock inverter: 1 / 0.01190
multi-input combinational: 148 / 0.3832
clock buffer: 7 / 0.03421
tap: 70 / 0.03471
inverter: 14 / 0.02082
timing repair buffer: 27 / 0.1031
sequential: 41 / 0.4120
[worst register-to-register path: stages (launching register included)]
cell,delay (ns)
dfstp_2,0.53
nand2b_1,0.40
nor3_1,0.43
a21oi_1,0.07
o32a_1,0.29
[path summary, 6_finish.rpt]
kind / startpoint / to / slack, ns / cells past startpoint
worst min-delay path: key_cfm_dbs.key_1st_now / key_cfm_dbs.key_1st_pre / 0.37 / 0
worst min register to register: key_cfm_dbs.key_1st_now / key_cfm_dbs.key_1st_pre / 0.37 / 0
worst max-delay path: sgn[2] / led[2] / 2.37 / 1
max in group asynchronous: rst / sgn[0] / 3.55 / 2
min in group asynchronous: rst / key_cfm_dbs.cnt[12] / 0.67 / 2
worst max register to register: key_cfm_dbs.key_2nd_pre / sgn[0] / 2.80 / 4
[Yosys cell counts (2+ instances only)]
cell type / number / area [um2]
dfstp_2: 11 / 289.0
o21ai_0: 10 / 50.05
nor2b_1: 5 / 31.28
a31oi_1: 4 / 25.02
nor4_1: 3 / 18.77
buf_4: 10 / 75.07
clkbuf_1: 6 / 22.52
nor3_1: 4 / 20.02
nand2_1: 15 / 56.30
a21oi_1: 14 / 70.07
nor2_1: 25 / 93.84
ha_1: 15 / 187.7
xnor2_1: 11 / 96.34
xor2_1: 3 / 26.28
inv_1: 14 / 52.55
dfrtp_1: 30 / 750.7
nand4_1: 3 / 18.77
mux2i_1: 2 / 20.02
nand3_1: 6 / 30.03
[kinds of logic after synthesis]
group / share of synthesized area
simple gates: 0.1823
flops: 0.4871
compound gates: 0.08793
buf+inv: 0.07561
fa+ha+maj: 0.08792
xor+xnor: 0.05745
mux: 0.01993
other cells: 0.001757
[metal layers]
metal / part of all wire / vias to the layer above
li1: - / 737
met1: 0.52 / 667
met2: 0.43 / 32
met3: 0.037 / 2
met4: 0.0061 / 0
met5: 0 / -
[stage by stage]
stage          setup WS, ns  instances   power, W  area, um2
3_5_place_dp          2.104        300  0.0005333       2407
6_report              2.374        308  0.0008212       2524
4_1_cts               2.354        308  0.0008347       2524
3_3_place_gp          2.144        300  0.0005332       2407
5_1_grt               2.296        308  0.0008728       2524
2_1_floorplan         2.759        220  0.0004786       2168
[power breakdown]
| part | total (W) | switching (W) | internal [W] |
|---|---|---|---|
| clock | 0.000296 | 0.000119 | 0.000177 |
| combinational | 0.000104 | 0.0000455 | 0.0000589 |
| sequential | 0.000421 | 0.0000264 | 0.000395 |
| total | 0.000821 | 0.000190 | 0.000631 |
[state kept, by name, summed over array words and instances, names as in the netlist]
name	flops
key_cfm_dbs.cnt	18
num_led1	7
num_led2	7
sgn	3
cnt	2
key_cfm_dbs.key_1st_now	1
key_cfm_dbs.key_1st_pre	1
key_cfm_dbs.key_2nd_now	1
key_cfm_dbs.key_2nd_pre	1
Power is estimated from default activity; no workload was simulated.
